===== ./config.mk =====
export PLATFORM = sky130hd
export DESIGN_NAME = lcd
export DESIGN_NICKNAME = lcd
export VERILOG_FILES = /design/flow/design.v
export SDC_FILE = /design/flow/constraint.sdc
export NUM_CORES = 4
export LEC_CHECK = 1
export CORE_UTILIZATION = 50

===== ./constraint.sdc =====
current_design lcd

set clk_period 5.8
set clk_io_pct 0.2

create_clock -name clk0 -period $clk_period [get_ports {clk}]

set non_clock_inputs [all_inputs -no_clocks]
set_input_delay [expr $clk_period * $clk_io_pct] -clock clk0 $non_clock_inputs
set_output_delay [expr $clk_period * $clk_io_pct] -clock clk0 [all_outputs]

===== ./design.v =====
`timescale 1ns / 1ps
module lcd(clk,rst,key_out,data,lcd_e,lcd_rw,lcd_rs);
input clk,rst;
input wire key_out;
output [7:0] data; 	 
output reg lcd_e,lcd_rw,lcd_rs;		 
    reg [7:0] lcd_cmd;	 
    reg [5:0] state = 0;	 
    reg [2:0] state_2;
    reg next_state,next_state_m;
    reg init_done;
    reg [19:0]count=0;	 
    reg [2:0] main_state;
    reg state_machine;
       parameter ins0 = 8'h30;  
       parameter ins1 = 8'h80;  
       parameter ins2 = 8'h01;  
       parameter ins3 = 8'h06;  
       parameter ins4 = 8'h02;  
       parameter ins5 = 8'h0F;  
       parameter ins6 = 8'h08;  
       parameter ins7 = 8'h09;  
       parameter ins8 = 8'h10;  
       parameter ins9 = 8'h14;  
       parameter ins10 = 8'h14;
       parameter ins11 = 8'h0C;  
       parameter ins12 = 8'h18;  
       parameter ins13 = 8'h1C;  
    parameter lcd_init = 0;
    parameter lcd_read_write = 1;
    assign data = lcd_cmd;
    always @(*) begin
        case (state_machine)
            lcd_init: next_state_m = init_done ? lcd_read_write : lcd_init;
            lcd_read_write: next_state_m = init_done ? lcd_read_write : lcd_init;
            default: next_state_m = lcd_init;
        endcase
    end
    always@(posedge clk)
        count <= count +1;
    always@(posedge clk or posedge rst)
    begin
        if(rst)
        begin
            lcd_e<=0;
            init_done<=0;
            lcd_rs<=0;
            lcd_rw<=0;
            main_state<=lcd_init;	
            next_state_m<=init_done;
            next_state<=0;
            state_2<=0;
            state<=0;
            lcd_cmd<=0;
        end
        else
            begin
            case(main_state)
                lcd_init:  
                    case(state)
                        0:begin  
                            lcd_e<=0;
                            lcd_rw<=0;
                            lcd_rs<=0;
                            if( count==2 )	 
                            begin
                                count<=0;
                                state<=state+1;
                            end
                        end
                        1:begin
                            lcd_e<=1;	 
                            if(count==2)	 
                            begin
                                count<=0;
                                state<=state+1;
                            end
                        end
                        2:begin
                            lcd_e<=0;	 
                            lcd_cmd<=ins0;		
                            if(count==4)	 
                            begin
                                count<=0;
                                state<=state+1;
                            end
                        end
                        3:begin
                            lcd_e<=1;	 
                            if(count==2)	 
                            begin
                                count<=0;
                                state<=state+1;
                            end
                        end
                        4:begin
                            lcd_e<=0;	
                            lcd_cmd<=ins1;		
                            if(count==4)	 
                            begin
                                count<=0;
                                state<=state+1;
                            end
                        end
                        5:begin
                            lcd_e<=1;	 
                            if(count==2)	
                            begin
                                count<=0;
                                state<=state+1;
                            end
                        end
                        6:begin
                            lcd_e<=0;	 
                            lcd_cmd<=ins2;	
                            if(count==4)	 
                            begin
                                count<=0;
                                state<=state+1;
                            end
                        end
                        7:begin
                            lcd_e<=1;	 
                            if(count==2)	 
                            begin
                                count<=0;
                                state<=state+1;
                            end
                        end
                        8:begin
                            lcd_e<=0;	 
                            lcd_cmd<=ins3;	
                            if(count==4)	 
                            begin
                                count<=0;
                                state<=state+1;
                            end
                        end
                        9:begin
                            lcd_e<=1;	 
                            if(count==2)	
                            begin
                                count<=0;
                                state<=state+1;
                            end
                        end
                        10:begin
                            lcd_e<=0;	
                            lcd_cmd<=ins4;
                            if(count==4)	
                            begin	
                                count<=0;
                                state<=state+1;
                            end
                        end
                        11:begin
                            lcd_e<=0;	
                            if(count==2)	 
                            begin
                                count<=0;
                                state<=state+1;
                            end
                        end
                        12:begin
                            lcd_e<=1;
                            lcd_cmd<=ins5;
                            if(count==4) 	 
                            begin
                                count<=0;
                                state<=state+1;
                            end
                        end
                        13:begin
                            lcd_e<=1;
                            if(count==2)	
                            begin
                                count<=0;
                                state<=state+1;
                            end
                        end
                        14:begin
                            lcd_e<=0;	
                            lcd_cmd<=ins6;
                            if(count==4)	 
                            begin
                                count<=0;
                                state<=state+1;
                            end
                        end
                        15:begin	
                            lcd_e<=1;
                            if(count==2)	
                            begin	
                                count<=0;
                                state<=state+1;
                            end
                        end
                        16:begin	
                            lcd_e<=0;
                            lcd_cmd<=ins7;
                            if(count==4)	
                            begin	
                                count<=0;
                                state<=state+1;
                            end
                        end
                        17:begin
                            lcd_e<=1;	
                            if(count==2)	 
                            begin	
                                count<=0;
                                state<=state+1;
                            end
                        end
                        18:begin
                            lcd_e<=0;
                            lcd_cmd<=ins8;	
                            if(count==4)	 
                            begin
                                count<=0;
                                state<=state+1;
                            end
                        end
                        19:begin	
                            lcd_e<=1;
                            if(count==2)	
                            begin
                                count<=0;
                                state<=state+1;
                            end
                        end
                        20:begin
                            lcd_e<=0;
                            lcd_cmd<=ins9;
                            if(count==4)	 
                            begin	
                            count<=0;
                            state<=state+1;
                            end
                        end
                        21:begin
                            lcd_e<=1;
                            if(count==2)	
                            begin	
                                count<=0;
                                state<=state+1;
                            end
                        end
                        22:begin
                            lcd_e<=0;
                            lcd_cmd<=ins10;
                            if(count==4)	 
                            begin
                                count<=0;
                                state<=state+1;
                            end
                        end
                        23:begin
                            lcd_e<=1;
                            if(count==2)	
                            begin	
                                count<=0;
                                state<=state+1;
                            end
                        end
                        24:begin
                            lcd_e<=0;
                            lcd_cmd<=ins11;	 
                            if(count==4)	 
                            begin	
                                count<=0;
                                state<=state+1;
                            end
                        end
                        25:begin
                            lcd_e<=1;
                            if(count==2)
                            begin
                                count<=0;
                                state<=state+1;
                            end
                        end
                        26:begin
                           lcd_e<=0;
                           lcd_cmd<=ins12;
                           if(count==4)	 
                           begin
                               count<=0;
                               state<=state+1;
                           end
                        end
                        27:begin
                        if(count==2)	 
                            begin	
                                count<=0;
                                init_done<=1;
                                state_2 <= 0;
                                main_state<=lcd_read_write;
                                state_machine <= lcd_read_write;
                                lcd_e <= 0;
                                next_state_m <= lcd_read_write;
                            end
                        end
                        endcase
                    lcd_read_write:
                        begin
                        lcd_rs<=1;
                        case(state_2)
                            0:begin
                                lcd_e<=1;
                                lcd_cmd<=key_out;	
                                if(count==4)	 
                                begin	
                                    count<=0;
                                    state_2<=state_2+1;
                                end
                            end
                            1:begin
                                lcd_e<=0;
                                if(count==2)	
                                begin	
                                    count<=0;
                                    state_2<=state_2+1;
                                end
                            end
                            2:begin
                                if(count==2)	 
                                begin	
                                    lcd_e<=0;
                                    count<=0;
                                    state_2<=state_2+1;
                                end
                            end
                            3:begin
                                if(count==2)	 
                                begin	
                                    count<=0;
                                    state_2<=state_2+1;
                                end
                            end
                            4:begin
                                  if(count==2)     
                                  begin    
                                        count<=0;
                                        state_2<=0;
                                  end
                            end
                        endcase 
                        end
            endcase
            end 
        end
endmodule

===== ./run.sh =====
#!/bin/bash
# OpenROAD 26Q1-2900-gdf79404cd8, Yosys 0.63+post, stock flow scripts
make -C /OpenROAD-flow-scripts/flow DESIGN_CONFIG=/design/flow/config.mk WORK_HOME=/design/flow/orfs finish

==> out/results.ini <==
[logic_synthesis]
ys_types = 66
top_cells_by_area = edfxtp_1 (19%), dfrtp_1 (15%), dfxtp_1 (13%), ha_1 (4.9%), xnor2_1 (4.8%)
ys_seq_elements = 60
fa_ha_area_share_pct = 4.86
ys_seq_share_pct = 48.6
synth-main-ff-cell = edfxtp_1
ys_cells = 304
top_cell = nand2_1
common_cells = nand2_1 (26), clkbuf_1 (24), dfxtp_1 (20), edfxtp_1 (20), dfrtp_1 (19)
synth-edff-count = 20
ys_sh_aoi_pct = 13.6
ys_sh_xor_pct = 5.95
async_reset_ff_share_pct = 33.3
mux_area_share_pct = 2.14
simple_gate_share_pct = 17.5
top_area_share_pct = 19.4
topCombFamilyByArea = simple AND/OR/NAND/NOR gates
ys_warn_count = 1
yosys.area.top_type = edfxtp_1
ys_chip_area_mm2 = 0.00309

[status]
firstError = ERROR: Found 20 problems in 'check -assert'.
outcome = aborted with a tool error
lastStage = 1_2_yosys

[cell families after synthesis]
kind of cell / after synthesis
mux: 6
buf+inv: 48
xor+xnor: 21
simple gates: 98
compound gates: 58
other cells: 1
fa+ha+maj: 12
flops: 60
