File: flow/design.v
module RAM (
    input wire clk,
    input wire rst,
    input wire wr_en,
    input wire rd_en,
    input wire [7:0] data_in,
    input wire [10:0] addr,  
    output reg [7:0] data_out,
    output reg busy_mem,
    output reg full_mem,
    output reg empty_mem
);
    reg [7:0] mem [0:2047];  
    reg [10:0] write_pointer;  
    reg [10:0] read_pointer;  
    reg [10:0] count;  
    initial begin
        busy_mem = 0;
        full_mem = 0;
        empty_mem = 1;
        write_pointer = 0;
        read_pointer = 0;
        count = 0;
    end
    always @(posedge clk or posedge rst) begin
        if (rst) begin
            busy_mem <= 0;
            full_mem <= 0;
            empty_mem <= 1;
            write_pointer <= 0;
            read_pointer <= 0;
            count <= 0;
        end else begin
            busy_mem <= 0;
            if (wr_en && !full_mem) begin
                busy_mem <= 1;
                mem[write_pointer] <= data_in;
                write_pointer <= (write_pointer + 1) % 2048;  
                count <= count + 1;
                if (count == 2047) full_mem <= 1;  
                empty_mem <= 0;  
            end
            if (rd_en && !empty_mem) begin
                busy_mem <= 1;
                data_out <= mem[read_pointer];
                read_pointer <= (read_pointer + 1) % 2048;  
                count <= count - 1;
                if (count == 0) empty_mem <= 1;  
                full_mem <= 0;  
            end
        end
    end
endmodule
File: flow/run.sh
#!/bin/bash
# OpenROAD 26Q1-2900-gdf79404cd8, Yosys 0.63+post, stock flow scripts
make -C /OpenROAD-flow-scripts/flow DESIGN_CONFIG=/design/flow/config.mk WORK_HOME=/design/flow/orfs finish
File: flow/config.mk
export PLATFORM = sky130hd
export DESIGN_NAME = RAM
export DESIGN_NICKNAME = RAM
export VERILOG_FILES = /design/flow/design.v
export SDC_FILE = /design/flow/constraint.sdc
export NUM_CORES = 4
export LEC_CHECK = 1
export CORE_UTILIZATION = 50
File: flow/constraint.sdc
current_design RAM

set clk_period 47.5
set clk_io_pct 0.2

create_clock -name clk0 -period $clk_period [get_ports {clk}]

set non_clock_inputs [all_inputs -no_clocks]
set_input_delay [expr $clk_period * $clk_io_pct] -clock clk0 $non_clock_inputs
set_output_delay [expr $clk_period * $clk_io_pct] -clock clk0 [all_outputs]
==> report_table.html <==
<h2>Synthesis and place &amp; route</h2>
<table>
<tr><th>Metric</th><th>Value</th></tr>
<tr><th colspan="2">Place</th></tr>
<tr><td>Last weighted congestion value of the routability-driven placer</td><td>1.42</td></tr>
<tr><td>HPWL after detailed placement</td><td>3650 mm</td></tr>
<tr><td>Number of buffers inserted by port buffering</td><td>22</td></tr>
<tr><th colspan="2">Synthesis</th></tr>
<tr><td>Avg Synthesized Cell Area</td><td>17.0 sq um</td></tr>
<tr><td>Total standard cell area after synthesis</td><td>616,000 sq um</td></tr>
<tr><td>Chip Area, Yosys</td><td>616,000 sq um</td></tr>
<tr><td>Number of flops mapped to enable cells by yosys</td><td>16,400</td></tr>
<tr><td>Main area contributors after synthesis</td><td>sky130_fd_sc_hd__edfxtp_1 80%, sky130_fd_sc_hd__a22oi_1 6.9%, sky130_fd_sc_hd__nand4_1 1.9%</td></tr>
<tr><td>Fraction of registers with async set/reset</td><td>0.219%</td></tr>
<tr><td>Register bit total from synthesis</td><td>16,400</td></tr>
<tr><td>Cell type with the largest total area after synthesis</td><td>sky130_fd_sc_hd__edfxtp_1</td></tr>
<tr><td>Sequential cell area fraction in the yosys report</td><td>80.1%</td></tr>
<tr><td>Most common reg cell</td><td>sky130_fd_sc_hd__edfxtp_1</td></tr>
<tr><td>Cell Type Count</td><td>86</td></tr>
<tr><td>Instance count of the mapped netlist</td><td>36,200</td></tr>
<tr><td>Top-area cell share</td><td>80.0%</td></tr>
<tr><td>Synth warnings</td><td>2</td></tr>
<tr><td>Cell count listed in synth_stat.txt</td><td>36,200</td></tr>
<tr><th colspan="2">Global routing</th></tr>
<tr><td>Remaining global-route overflow</td><td>40,600</td></tr>
<tr><td>Overall track demand over capacity in global routing</td><td>99.2%</td></tr>
<tr><td>Maximum number of pins on one net before global-route repair</td><td>140</td></tr>
<tr><td>Vias in the first global route</td><td>641,000</td></tr>
<tr><td>First-pass GRT wire length</td><td>7240 mm</td></tr>
<tr><th colspan="2">CTS</th></tr>
<tr><td>CTS HTree Levels</td><td>7</td></tr>
<tr><td>Count of instances resized after the clock tree is built</td><td>0</td></tr>
<tr><td>Clock net sink count</td><td>16,400</td></tr>
<tr><td>Buffers inserted by post-CTS timing repair</td><td>0</td></tr>
<tr><td>CTS Root Cell</td><td>sky130_fd_sc_hd__clkbuf_16</td></tr>
<tr><td>Hold_buf cts</td><td>0</td></tr>
<tr><td>Maximum clock insertion buffer count</td><td>6</td></tr>
<tr><td>Cts bufs inserted</td><td>1,728</td></tr>
<tr><th colspan="2">Run status</th></tr>
<tr><td>Stopping stage</td><td>global routing</td></tr>
<tr><td>Run status</td><td>stopped before the end</td></tr>
<tr><td>Error that halted the flow</td><td>[ERROR GRT-0116] Global routing finished with congestion. Check the congestion regions in the DRC Viewer.</td></tr>
<tr><th colspan="2">Die</th></tr>
<tr><td>Die Y</td><td>1.11 mm</td></tr>
<tr><td>X dimension of the die</td><td>1.11 mm</td></tr>
<tr><td>Row count</td><td>407</td></tr>
<tr><td>Initial standard-cell utilization of the core</td><td>50.1%</td></tr>
<tr><td>Number of primary I/O pins</td><td>34</td></tr>
</table>
## metrics by stage
step           power, mW  instances  utilization, %  setup WS [ns]  area, sq um
2_1_floorplan       16.9      36200               -          35.41       616000
3_3_place_gp        19.3      57900            56.5          31.73       694000
3_5_place_dp        19.3      57900            56.6          31.73       694000
4_1_cts             32.1      61000            60.9          33.13       748000
## routing by layer
metal | GRT overflow | track usage [%]
met2 | 18900 | 104
met1 | 7190 | 97.9
met5 | 656 | 90.5
met3 | 5709 | 97.2
met4 | 8067 | 96.3
## logic make-up after synthesis
group / synth area share [%]
flops: 80.1
simple gates: 8.33
compound gates: 10.3
buf+inv: 1.18
xor+xnor: 0.0413
fa+ha+maj: 0.0378
mux: 0.0126
## cell usage after synthesis (116+ instances only)
library cell	instances
sky130_fd_sc_hd__a21oi_1	134
sky130_fd_sc_hd__a221oi_1	525
sky130_fd_sc_hd__a22o_1	920
sky130_fd_sc_hd__a22oi_1	5663
sky130_fd_sc_hd__a32oi_1	282
sky130_fd_sc_hd__and4_1	236
sky130_fd_sc_hd__buf_1	199
sky130_fd_sc_hd__buf_2	592
sky130_fd_sc_hd__clkbuf_1	609
sky130_fd_sc_hd__edfxtp_1	16400
sky130_fd_sc_hd__nand2_1	1390
sky130_fd_sc_hd__nand3_1	606
sky130_fd_sc_hd__nand4_1	1900
sky130_fd_sc_hd__nor2_1	2372
sky130_fd_sc_hd__nor3_1	2258
sky130_fd_sc_hd__nor4_1	834
sky130_fd_sc_hd__or4_1	116
Power figures rest on the tool's default switching activity, not on a simulated workload.
