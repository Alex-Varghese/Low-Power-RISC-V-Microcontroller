### flow/config.mk
export PLATFORM = sky130hd
export DESIGN_NAME = lcd_ctrl
export DESIGN_NICKNAME = lcd_ctrl
export VERILOG_FILES = /design/flow/design.v
export SDC_FILE = /design/flow/constraint.sdc
export NUM_CORES = 4
export LEC_CHECK = 1
export CORE_AREA = 10 10 70 70
export DIE_AREA = 0 0 80 80
### flow/constraint.sdc
current_design lcd_ctrl

set clk_period 1.2
set clk_io_pct 0.2

create_clock -name clk0 -period $clk_period [get_ports {clk}]

set non_clock_inputs [all_inputs -no_clocks]
set_input_delay [expr $clk_period * $clk_io_pct] -clock clk0 $non_clock_inputs
set_output_delay [expr $clk_period * $clk_io_pct] -clock clk0 [all_outputs]
### flow/design.v
`timescale 1ns / 1ps
module lcd_ctrl(
    input clk, rst,
    input [7:0] key_out,
    output reg [7:0] data,    
    output reg lcd_e, lcd_rw, lcd_rs
);
parameter lcd_init = 2'd0;
parameter lcd_read_write = 2'd1;
reg state, next_state;
reg current_count, count;  
reg init_done,count_done;
reg [7:0] instruction[13:0];
initial begin
    instruction[0] = 8'h30;  
    instruction[1] = 8'h80;  
    instruction[2] = 8'h01;  
    instruction[3] = 8'h06;  
    instruction[4] = 8'h02;  
    instruction[5] = 8'h0F;  
    instruction[6] = 8'h08;  
    instruction[7] = 8'h09;  
    instruction[8] = 8'h10;  
    instruction[9] = 8'h14;  
    instruction[10] = 8'h14;
    instruction[11] = 8'h0C;  
    instruction[12] = 8'h18;  
    instruction[13] = 8'h1C;  
end
always @( posedge clk)
begin
    if (rst) begin
            current_count <= 0;
            count_done <= 0;
     end else begin
          if (current_count < count) begin
                current_count <= current_count + 1; 
                count_done <= 0; 
           end else begin
                count_done <= 1;
                current_count <= 0;
           end
        end
end
always @(*) begin
    case (state)
        lcd_init: next_state = init_done ? lcd_read_write : lcd_init;
        lcd_read_write: next_state = rst ? lcd_init : lcd_read_write;
        default: next_state = lcd_init;
    endcase
end
always @(posedge clk) begin
    if (rst) begin
        state <= lcd_init;
        lcd_rs <= 0;
        lcd_rw <= 0;
        lcd_e <= 0;
        data <= 8'b0;
        init_done <= 0;
        current_count <= 0;
        count <= 0;
        count_done <= 0;
    end else begin
        state <= next_state;
        case (state)
            lcd_init: begin  
                        lcd_e <= 1;
                        lcd_rs <= 0;
                        lcd_rw <= 0;
                        count_done <= 0;
                        count <= 153000;
                        if( count_done )       
                        data <= instruction[0];
                        lcd_e <= 1;
                        lcd_rs <= 0;
                        lcd_rw <= 0;
                        count_done <= 0;
                        count <= 153000;
                        if( count_done )       
                            data <= instruction[1];
                        lcd_e <= 1;
                        lcd_rs <= 0;
                        lcd_rw <= 0;
                        count_done <= 0;
                        count <= 153000;
                        if( count_done )       
                            data <= instruction[2];
                        lcd_e <= 1;
                        lcd_rs <= 0;
                        lcd_rw <= 0;
                        count_done <= 0;
                        count <= 153000;
                        if( count_done )       
                            data <= instruction[3];
                        lcd_e <= 1;
                        lcd_rs <= 0;
                        lcd_rw <= 0;
                        count_done <= 0;
                        count <= 153000;
                        if( count_done )       
                            data <= instruction[4];
                        lcd_e <= 1;
                        lcd_rs <= 0;
                        lcd_rw <= 0;
                        count_done <= 0;
                        count <= 153000;
                        if( count_done )       
                            data <= instruction[5];
                        lcd_e <= 1;
                        lcd_rs <= 0;
                        lcd_rw <= 0;
                        count_done <= 0;
                        count <= 153000;
                        if( count_done )       
                            data <= instruction[6];
                        lcd_e <= 1;
                        lcd_rs <= 0;
                        lcd_rw <= 0;
                        count_done <= 0;
                        count <= 153000;
                        if( count_done )       
                            data <= instruction[7];
                        lcd_e <= 1;
                        lcd_rs <= 0;
                        lcd_rw <= 0;
                        count_done <= 0;
                        count <= 153000;
                        if( count_done )       
                            data <= instruction[8];
                        lcd_e <= 1;
                        lcd_rs <= 0;
                        lcd_rw <= 0;
                        count_done <= 0;
                        count <= 153000;
                        if( count_done )       
                            data <= instruction[9];
                        lcd_e <= 1;
                        lcd_rs <= 0;
                        lcd_rw <= 0;
                        count_done <= 0;
                        count <= 153000;
                        if( count_done )       
                            data <= instruction[10];
                        lcd_e <= 1;
                        lcd_rs <= 0;
                        lcd_rw <= 0;
                        count_done <= 0;
                        count <= 153000;
                        if( count_done )       
                            data <= instruction[11];
                        lcd_e <= 1;
                        lcd_rs <= 0;
                        lcd_rw <= 0;
                        count_done <= 0;
                        count <= 153000;
                        if( count_done )       
                            data <= instruction[12];
                        init_done <= 1;
                end
            lcd_read_write: begin 
                lcd_rs <= 1;
                lcd_rw <= 0;
                data <= key_out;  
            end
        endcase
    end
end
endmodule
### flow/run.sh
#!/bin/bash
# OpenROAD 26Q1-2900-gdf79404cd8, Yosys 0.63+post, stock flow scripts
make -C /OpenROAD-flow-scripts/flow DESIGN_CONFIG=/design/flow/config.mk WORK_HOME=/design/flow/orfs finish
==> reports/summary.txt <==
post-CTS setup buffers = 0
Slowest-stage cell, CP = dfxtp_2
Arr. time, crit path = 0.81 ns
R2R Path Start = state
First DRT Iteration DRCs = 1
peak supply drop = 0.459 mV
total core area = 0.00342 mm²
Comb area = 133 µm²
Reg area = 233 µm²
DR vias/cell = 2.88
Flops after synth = 11
Filler cells = 393
ys cells = 36
Cell Rows = 21
Avg Synthesized Cell Area = 10.6 µm²
crit-path max cell delay = 0.32 ns
via count = 300
I/O Pins = 21
Die H = 80 µm
CTS tree = built
drt wl/cell = 9.40 µm
Worst EP required = 0.96 ns
Tot GR Track Use = 3.21%
PD cells = 1160 mW/mm²
Achievable Freq = 948 MHz
Worst setup SP type = register
clk slew on worst S/H paths = 0.07 ns
Root Buffer = clkbuf_4
reg2reg setup slack = 0.30 ns
synth-to-layout area growth = 73.0%
first-pass GRT wire length = 1.60 mm
Max-area cell share = 57.9%
reg2reg end = data[6]
count leader, synth = dfxtp_1
initial antenna violation count = 0
clk sinks = 11
CP endpoint kind = output pin
ys flop type = dfxtp_1
RD Place Congestion = 0.659
post-CTS sizing = 20
Max Cap Viol = 0
H-tree depth = 1
GRT overflow = 0
vias in the first global route = 320
asr flop ratio synth = 0%
yosys warns = 4
overall power = 0.000761 W
hold worst-path end = init_done
synthesized area = 380 µm²
Yosys cell types = 10
Finished Cell Area = 658 µm²
RSZ-0062 raised after global routing = false
Leak Pwr = 0.294 nW
fraction of layout cells with a size suffix above 1 = 25.9%
1st-pass router iterations = 2
Final Hold Viols = 0
Min-Delay Path Depth = 2
Post-DP Area = 632 µm²
chip width = 80 µm
Port-buffer cells = 19
fin crit share = 87.9%
r2r worst-path depth = 3
Late-Pin Clk Latency = 0.26 ns
CP Buf/Inv Count = 1
hold_buf cts = 0
Setup TNS = 0 ns
Top cells by area = dfxtp_1 58%, mux2i_1 21%, nor2_1 9.9%
Post-synth top cells = 11 x dfxtp_1, 10 x nor2_1, 8 x mux2i_1
clock tree buffer depth = 2
FP Util = 11.1%
clock buffers created by TritonCTS = 3
WP depth = 1
Final Non-Filler Cells = 104
Slew Limit Fails = 0
worst-path fanout max = 2
die area = 0.00640 mm²
Crit path max-delay family = flip-flops
largest net degree at the start of global routing = 12
clk_skew = 0.00266 ns
worst setup path category = register to output pin
DRC Markers = 0
hpwl dp = 756 µm
post-synth area from yosys stat = 380 µm²
final setup vio count = 0
CP cell instances = dlygate4sd2_1
remaining antenna violation count after routing = 0
worst hold path type = register to register
Post-synth EDFFs = 0
sequential element share of the synthesized area = 57.9%
status = completed
WL final = 978 µm
count of tool warnings = 25
Final Critical Period = 1.05 ns
hold_sp = init_done
Mapped Cells = 36
biggest area consumer among synthesized cells = dfxtp_1
# diodes = 0
Placed Instances = 100
## how the worst max path moves through the flow
stage         startpoint      end  slack [ns]
global route     data[6]  data[6]        0.09
CTS              data[7]  data[7]        0.12
finish           data[6]  data[6]        0.15
## cell type report
cell class                 instances  area share [%]
sequential                        11            35.4
timing repair buffer              21            31.2
multi-input combinational         21            20.2
tap                               46            8.75
clock buffer                       4            3.99
inverter                           1           0.570
## state kept, by name (all words and copies together), names as in the netlist
name,count
data,8
init_done,1
lcd_rs,1
state,1
## routing by layer
layer / up-vias / global-route usage [%] / wire (µm)
met4: 0 / 0.176 / 6
met5: - / 0 / 0
li1: 160 / - / -
met1: 126 / 3.92 / 485
met2: 12 / 4.49 / 390
met3: 2 / 2.61 / 96
## stage by stage
stage	util (%)	hold WS, ns	setup slack, ns
6_report	19.3	0.454	0.146
5_1_grt	19.3	0.473	0.0906
4_1_cts	19.3	0.458	0.125
3_5_place_dp	18.5	0.459	0.148
3_3_place_gp	18.5	0.449	0.157
2_1_floorplan	-	0.312	0.381
## logic make-up (layout without fill, tap and decap cells)
group                  after synthesis  after routing  share of synthesized area, %
AND-OR/OR-AND                        1              1                          1.31
buffers and inverters                4             26                          7.24
multiplexers                         8              8                          21.1
other                                1              1                         0.986
AND/OR/NAND/NOR                     11             11                          11.5
flip-flops                          11             11                          57.9
## power breakdown
group | leakage [nW] | total, W | internal, W | switching (W)
registers | 0.0943 | 0.000403 | 0.000393 | 0.00000987
clock network | 0.0150 | 0.000240 | 0.000128 | 0.000112
logic | 0.185 | 0.000117 | 0.0000774 | 0.0000398
total | 0.294 | 0.000761 | 0.000599 | 0.000161
## placed cells by master, fill, tap and decap left out
cell              n
buf_4             1
clkbuf_4          3
dlygate4sd2_1    10
inv_1             1
clkdlybuf4s50_1   9
nor2_1           10
a21oi_1           1
dfxtp_1           1
conb_1            1
mux2i_1           8
clkbuf_1          1
nor2b_1           1
dfxtp_2          10
buf_12            1
Power is estimated from default activity; no workload was simulated.
